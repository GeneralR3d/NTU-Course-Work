## flow/run.sh

```bash
#!/bin/bash
# OpenROAD 26Q1-2900-gdf79404cd8, Yosys 0.63+post, stock flow scripts
make -C /OpenROAD-flow-scripts/flow DESIGN_CONFIG=/design/flow/config.mk WORK_HOME=/design/flow/orfs finish
```

## flow/config.mk

```make
export PLATFORM = sky130hd
export DESIGN_NAME = Lab5_top
export DESIGN_NICKNAME = Lab5_top
export VERILOG_FILES = /design/flow/design.v
export SDC_FILE = /design/flow/constraint.sdc
export NUM_CORES = 4
export LEC_CHECK = 1
export CORE_UTILIZATION = 40
```

## flow/constraint.sdc

```tcl
current_design Lab5_top

set clk_period 5.1
set clk_io_pct 0.2

create_clock -name clk0 -period $clk_period [get_ports {clk}]

set non_clock_inputs [all_inputs -no_clocks]
set_input_delay [expr $clk_period * $clk_io_pct] -clock clk0 $non_clock_inputs
set_output_delay [expr $clk_period * $clk_io_pct] -clock clk0 [all_outputs]
```

## flow/design.v

```verilog
`timescale 1ns / 1ps
module Lab5_top(input clk, rst, sel, output [6:0] seg_L, output [3:0] anode_L);
        wire [15:0] value;
        wire s_clk;
    scroll uut1 (.clk(s_clk), .rst(rst), .display(value));
    slow_clkgen uut2 (.clk(clk), .rst(rst), .clk_out(s_clk));
    seg7_driver uut3 (.clk(clk), .rst(rst), .sel(sel), .value(value), .anode_d(4'b0001), .seg_L(seg_L), .anode_L(anode_L));
endmodule
module convert (input [3:0] in, output reg [3:0] out);
always @*
begin
    case(in)
    4'd0: out = 4'hA;
    4'd1: out = 4'hA;
    4'd2: out = 4'hC;
    4'd3: out = 4'h0;
    4'd4: out = 4'hF;
    4'd5: out = 4'hF;
    4'd6: out = 4'hE;
    4'd7: out = 4'hE;
    4'd8: out = 4'hA;
    4'd9: out = 4'h1;
    4'd10: out = 4'h5;
    4'd11: out = 4'hA;
    4'd12: out = 4'h9;
    4'd13: out = 4'hB;
    4'd14: out = 4'hB;
    4'd15: out = 4'hD;
    default: out = 4'hA;
    endcase
end
endmodule
module scroll (input clk, rst, output [15:0] display);
reg [3:0] count;
wire [3:0] a,b,c,d;
always@(posedge clk)
begin
    if(rst) begin
        count <= 4'b0;
    end else begin
        count <= count + 1'b1;
    end
end
assign a = count;
assign b = count +1;
assign c = count +2;
assign d = count +3;
convert aa(.in(a), .out(display[15:12]));
convert bb(.in(b), .out(display[11:8]));
convert cc(.in(c), .out(display[7:4]));
convert dd(.in(d), .out(display[3:0]));
endmodule
`timescale 1ns / 1ps
module seg7_driver(
    input clk,                   
    input rst,                   
    input sel,                   
    input [15:0] value,        
    input [3:0] anode_d,         
    output reg [6:0] seg_L,      
    output reg [3:0] anode_L     
    );
	wire [1:0] seg7_clk;
	wire [15:0] value_sel;
	reg [19:0] count;      
    reg [3:0] selnum;
    always@(posedge(clk))
	   if (rst)         
		  count <= 20'b0;
	   else
		  count <= count+1'b1;
	assign seg7_clk = count[19:18];	    
	assign value_sel = (sel) ? {8'h22, benchNo_10, benchNo_1} : value;
    always @ *          
    begin
         case (seg7_clk)    
            2'd0 :  begin
                        anode_L = {1'b1, 1'b1, 1'b1, anode_d[0]};
                        selnum = value_sel[3:0];
                    end
            2'd1 :  begin
                        anode_L = {1'b1, 1'b1, anode_d[1], 1'b1};
                        selnum = value_sel[7:4];
                    end
            2'd2 :  begin
                        anode_L = {1'b1, anode_d[2], 1'b1, 1'b1};
                        selnum = value_sel[11:8];
                    end
            2'd3 :  begin
                        anode_L = {anode_d[3], 1'b1, 1'b1, 1'b1};
                        selnum = value_sel[15:12];
                    end
        endcase
    end
    wire [3:0] benchNo_10 = 4'd0;   
    wire [3:0] benchNo_1 = 4'd4;    
    always @*
    begin
        case (selnum)
            4'd0  : seg_L = 7'b100_0000;
            4'd1  : seg_L = 7'b111_1001;
            4'd2  : seg_L = 7'b010_0100;
            4'd3  : seg_L = 7'b011_0000;            
            4'd4  : seg_L = 7'b001_1001;
            4'd5  : seg_L = 7'b001_0010;
            4'd6  : seg_L = 7'b000_0010;
            4'd7  : seg_L = 7'b111_1000;
            4'd8  : seg_L = 7'b000_0000;
            4'd9  : seg_L = 7'b001_0000;
            4'd11 : seg_L = 7'b010_0011; 
            4'd12 : seg_L = 7'b100_0110;
            4'd13 : seg_L = 7'b010_0001;
            4'd14 : seg_L = 7'b000_0110;
            4'd15 : seg_L = 7'b000_1110;        
            default:seg_L = 7'b111_1111;
        endcase
    end
endmodule
module slow_clkgen (input clk, rst, output clk_out);
	reg [24:0] counter;
	always @(posedge clk)
	begin
         if (rst) 
             counter <= 25'd0;
         else
             counter <= counter + 1'b1;
	end
	assign clk_out = counter[24];
endmodule
```

==> flow_summary.toml <==
# generated from flow reports
[clocking]
clockBufferDepth = 2
htreeDepth = 2
cts_resized = 0
cts_tree = "yes"
clkSlewWorstSetupHoldPaths_ns = 0.08
cts_hold_buf = 0
root_buffer = "clkbuf_8"
cts_setup_buffers = 0
clk_latency_ns = 0.29
numCtsBuffers = 5

[final_timing]
slew_headroom_pct = 42.3
setup_viol = 0
finalClockPeriodUsage_pct = 91.1
skew_ns = 0.00628
timing_hold_violations_final = 0
tightest_slew_ns = 0.860
untimed_endpoints = 8
rsz0062_at_grt = "no"
unclocked_regs = 8
finalMaxSlewViolations = 0
max_freq_mhz = 215
min_period_ns = 4.65
finalSetupTns_ns = 0

[global_route]
grt_use_total_pct = 13.0
grt_max_degree = 46
antenna_found_initial = 0
overflow = 0
grt_pass1_wl_um = 8890
grt_pass1_vias = 2018

[routing]
n_antenna_cell = 0
wirelength_um = 5020
firstDrtPassIters = 4
wl_met3_um = 143
ant_nets = 0
top_layer_used = "met4"
drt-met1-wl_um = 2600
wl_per_cell_um = 10.8
num_vias = 2251
drt_iter0_markers = 67
wl_met2_um = 2200
avgViaCountPerCell = 4.84
drc = 0

[power]
p_leak_uw = 0.00133
p_seq_share_pct = 50.8
ir_drop_uv = 229
p_per_area_nw_per_um2 = 208
power.switching_uw = 139
pwr-share-comb_pct = 5.1
p_sw_share_pct = 19.7
power_uw = 707
p_int_uw = 568
clkPwrFrac_pct = 44.0

[synth]
syn_area_um2 = 3120
edf_count = 0
largest_area_cell = "dfxtp_1"
yosysSeqAreaShare_pct = 34.0
synth_cell_type_count = 56
ys_ff = 53
yosysWarnings = 4
synth-async-reset-ratio_pct = 0
topCellsByArea = "dfxtp_1 34%, xor2_1 9.5%, ha_1 8.4%"
yosys-stat-area_um2 = 3120
syn_inst = 365
ff_type = "dfxtp_1"
syn_area_per_cell_um2 = 8.56
netlist.area_leader.share_pct = 34.0
ys_cells = 365

[place]
numPortBuffers = 12
post_dp_cell_area_um2 = 3260
hpwlAfterDp_um = 3560
gp_congestion = 0.845

[worst_setup_path]
ff2ff_path_depth = 6
path_max_fanout = 9
critical_path_class = "in -> out"
cp-start-kind = "input port"
critPathRequiredTime_ns = 4.08
endpoint_kind = "primary output"
cp.arrival_ns = 3.63

[final_layout]
comb_area_um2 = 1910
final_area_um2 = 3390
areaGrowthSynthToFinish_pct = 8.61
drive_above_1_share_pct = 7.10
regArea_um2 = 1060
fillers = 702

[outcome]
outcome = "finished, final reports clean"

[run]
drv_cap = 0
log.warning_count = 39

[floorplan]
initial_core_util_pct = 42.2
die_area_um2 = 8170
die_x_um = 90.4
die_y_um = 90.4
rows = 31
coreArea_um2 = 7410
num_io_pins = 14

[min_path]
whs_path_depth = 1
min_path_type = "reg -> reg"
==> path summary, 6_finish.rpt <==
| kind | startpoint | end | slack (ns) |
|---|---|---|---|
| setup reg to reg | uut3.count[5] | uut3.count[17] | 3.32 |
| setup / recovery | sel | seg_L[4] | 0.45 |
| hold reg to reg | uut3.count[0] | uut3.count[0] | 0.47 |
| hold / removal | uut3.count[0] | uut3.count[0] | 0.47 |
==> cell usage after synthesis (9+ instances only) <==
| cell type | instances |
|---|---|
| a21oi_1 | 15 |
| and3_1 | 10 |
| dfxtp_1 | 53 |
| ha_1 | 21 |
| inv_1 | 11 |
| nand2_1 | 22 |
| nand3_1 | 18 |
| nand4_1 | 9 |
| nor2_1 | 64 |
| xnor2_1 | 14 |
| xor2_1 | 34 |
==> per-layer routing <==
| layer | vias up | GRT usage (%) |
|---|---|---|
| met2 | 27 | 21.1 |
| met3 | 7 | 1.88 |
| met1 | 999 | 19.4 |
| li1 | 1218 | - |
| met4 | 0 | 1.61 |
| met5 | - | 0 |
==> critical path: stages <==
cell and delay (ns):
clkdlybuf4s50_1 0.63, o21bai_1 0.16, o32ai_1 0.10, a311o_1 0.34
o211ai_2 0.16, inv_1 0.14, ha_1 0.21, mux2_2 0.26
a21oi_1 0.14, clkdlybuf4s50_1 0.47
==> cell families (layout without fill, tap and decap cells) <==
kind of cell / Yosys count / count (layout) / share of synthesized area [%]
simple gates: 157 / 157 / 24.3
compound gates: 41 / 41 / 9.09
fa+ha+maj: 21 / 21 / 8.41
buf+inv: 31 / 32 / 4.89
xor+xnor: 52 / 52 / 16.3
flops: 53 / 53 / 34.0
mux: 9 / 9 / 3.00
other cells: 1 / 1 / 0.120
==> final cells by class <==
class                           instances  share of cell area [%]
Multi-Input combinational cell        281                    56.3
Sequential cell                        53                    31.3
Tap cell                               99                    3.65
Timing Repair Buffer                   13                    3.61
Clock buffer                            5                    2.03
Clock inverter                          3                    1.92
Inverter                               11                    1.22
==> power by group through the flow <==
stage | sequential, uW | combinational, uW | clock, uW
CTS | 359 | 37.1 | 319
global route | 360 | 41.0 | 332
finish | 359 | 36.4 | 311
==> through the flow <==
stage,setup slack (ns),instances,utilization [%],hold WS (ns)
floorplan,1.49,365,-,0.430
global placement,0.487,457,44.0,0.448
detailed placement,0.458,457,44.0,0.456
CTS,0.447,465,45.8,0.475
global route,0.308,465,45.8,0.503
finish,0.452,465,45.8,0.471
==> registers in the layout (all words and copies together), names as in the netlist <==
| name | flops |
|---|---|
| uut2.counter | 25 |
| uut3.count | 20 |
| uut1.aa.out | 4 |
| uut1.count | 4 |
==> placed cells by master, fill, tap and decap left out, types with 6 or more instances in the layout <==
| master | n |
|---|---|
| nor2_1 | 64 |
| dfxtp_1 | 53 |
| xor2_1 | 34 |
| nand2_1 | 22 |
| ha_1 | 21 |
| nand3_1 | 18 |
| a21oi_1 | 15 |
| xnor2_1 | 14 |
| inv_1 | 11 |
| clkdlybuf4s50_1 | 11 |
| and3_1 | 10 |
| nand4_1 | 9 |
| nor2b_1 | 8 |
| nor3_1 | 6 |
| mux2i_1 | 6 |
No activity file was given, so power comes from the tool's default toggle rates.
