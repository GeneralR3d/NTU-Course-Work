`constraint.sdc`:
```
current_design vaddoflow

set clk_period 2.9
set clk_io_pct 0.2

create_clock -name clk0 -period $clk_period

set non_clock_inputs [all_inputs -no_clocks]
set_input_delay [expr $clk_period * $clk_io_pct] -clock clk0 $non_clock_inputs
set_output_delay [expr $clk_period * $clk_io_pct] -clock clk0 [all_outputs]
```
`run.sh`:
```
#!/bin/bash
# OpenROAD 26Q1-2900-gdf79404cd8, Yosys 0.63+post, stock flow scripts
make -C /OpenROAD-flow-scripts/flow DESIGN_CONFIG=/design/flow/config.mk WORK_HOME=/design/flow/orfs finish
```
`config.mk`:
```
export PLATFORM = sky130hd
export DESIGN_NAME = vaddoflow
export DESIGN_NICKNAME = vaddoflow
export VERILOG_FILES = /design/flow/design.v
export SDC_FILE = /design/flow/constraint.sdc
export NUM_CORES = 4
export LEC_CHECK = 1
export CORE_AREA = 10 10 70 70
export DIE_AREA = 0 0 80 80
```
`design.v`:
```
module vaddoflow (input [3:0]a,b,
        output [6:0] seg_L,
        output oflow
);
wire[4:0]x;
assign x=a+b;
vsevenseg hi(.x(x[3:0]),.seg_L(seg_L));
assign oflow=x[4];
endmodule
`timescale 1ns / 1ps
module vsevenseg(input [3:0]x,output [6:0] seg_L);
reg [6:0] seg_H; 
assign seg_L= ~seg_H; 
always @*
begin
    case(x)
    4'd0: seg_H=7'b011_1111;
    4'd1: seg_H=7'b000_0110;
    4'd2: seg_H=7'b101_1011;
    4'd3: seg_H=7'b100_1111;
    4'd4: seg_H=7'b110_0110;
    4'd5: seg_H=7'b110_1101;
    4'd6: seg_H=7'b111_1101;
    4'd7: seg_H=7'b000_0111;
    4'd8: seg_H=7'b111_1111;
    4'd9: seg_H=7'b110_1111;
    4'd10: seg_H=7'b111_0111;
    4'd11: seg_H=7'b111_1100;
    4'd12: seg_H=7'b011_1001;
    4'd13: seg_H=7'b101_1110;
    4'd14: seg_H=7'b111_1001;
    4'd15: seg_H=7'b111_0001;
    default: seg_H=7'b000_0000;
    endcase
end
endmodule
```
==> out/summary.log <==
INFO  route          antennaDiodeCount=0
INFO  timing         timing.fmax=0.354GHz
INFO  worst_hold_path timing.hold.worst.class=primary input to output port
INFO  global_route   gr-usage-met1=6.40%
INFO  yosys          avg_inst_size_synth=7.35squm
INFO  route          drc=0
INFO  placement      finalWeightedCongestion=0.843
INFO  floorplan      die_height=80um
INFO  timing         timing.final.crit_share=97.5%
INFO  route          post_drt_wl_per_cell=10.4um
INFO  layout         flop_area=0squm
INFO  yosys          seq_area_frac_synth=0%
INFO  worst_setup_path endpoint_kind=output port
INFO  global_route   busiest_layer=met2
INFO  global_route   met3_usage=0.568%
INFO  global_route   first_global_vias=549
INFO  run_status     run_status=finished clean
INFO  yosys          ys_top_cells_by_count=7 x ha_1, 7 x nand2_1, 6 x nor2_1, 5 x inv_1, 4 x o21ai_0
INFO  yosys          synth_area_leader_cell=ha_1
INFO  worst_setup_path path_class=primary input to output port
INFO  flow_run       warnings=34
INFO  worst_setup_path worstSetupStartpoint=a[3]
INFO  worst_setup_path crit_end=seg_L[4]
INFO  timing         setup_viol=0
INFO  global_route   grt_use_met2=7.46%
INFO  global_route   largest_net_degree_at_the_start_of_global_routing=7
INFO  worst_setup_path timing.critical_path.fanout_max=4
INFO  floorplan      design.die.area=0.00640sqmm
INFO  route          firstDrtPassIters=3
INFO  pwr            ir_worst_vdd=126uV
INFO  placement      placement.cell_area=708squm
INFO  timing         worst_slew_pin_slew=0.254ns
INFO  pwr            power_frac_clock=0%
INFO  timing         timing.slew.headroom=83.1%
INFO  yosys          cell_count_listed_in_synth_stat_txt=56
INFO  yosys          netlist_instances=56
INFO  floorplan      die_w=80um
INFO  route          ant_nets=0
INFO  pwr            intPower=0.183mW
INFO  layout         sequential_cell_total=0
INFO  placement      dp_hpwl=974um
INFO  yosys          synth_cell_area=412squm
INFO  yosys          top_area_share=21.3%
INFO  pwr            power_leakage=0.424nW
INFO  pwr            p_switching=0.131mW
INFO  pwr            seq_power_share=0%
INFO  floorplan      pin_count=16
INFO  global_route   total_global_route_track_usage=4.50%
INFO  worst_setup_path setup.worst_path.start_class=primary input
INFO  yosys          yosys-top-cells-area=ha_1 21%, nand2_1 6.4%, nor2_1 5.5%
INFO  pwr            power.switching_fraction=41.6%
INFO  floorplan      initCoreUtil=12.1%
INFO  placement      port-buffer-count=16
INFO  pwr            comb_power_share=100.0%
INFO  yosys          yosys-stat-area=412squm
INFO  layout         post_route_cells_drive_above_1_share=59.6%
INFO  layout         layout.cell_area.non_filler=908squm
INFO  yosys          synthDistinctLibCells=26
INFO  pwr            fin_total_pwr=0.314mW
INFO  timing         final-max-slew-violation-count=0
INFO  floorplan      fp.coreArea=0.00342sqmm
INFO  route          route.vias.total=551
INFO  global_route   grt_antenna_before_repair=0
INFO  floorplan      placement_rows=21
INFO  worst_setup_path required=2.32ns
INFO  timing         hold_viol=0
INFO  route          initialDrtViolationCount=25
INFO  global_route   grt_first_pass_wirelength=2460um
INFO  timing         finalCriticalPeriod=2.83ns
INFO  flow_run       drv_cap=0
INFO  layout         areaGrowthSynthToFinish=121%
INFO  pwr            power.density=346mW/mm^2
INFO  worst_setup_path timing.critical_path.arrival=2.25ns
INFO  global_route   grt_overflow=0
INFO  route          avgViaCountPerCell=3.80
INFO  route          wirelength=1520um
INFO  yosys          yosys_warnings=1
INFO  layout         layout.clock_buffers=0
how the worst min path moves through the flow:
stage | start | endpoint | depth (start not counted)
6_report | b[0] | seg_L[2] | 5
5_1_grt | b[0] | seg_L[2] | 5
4_1_cts | a[0] | seg_L[2] | 5
power by group through the flow:
| stage | Sequential (mW) | Clock, mW | Combinational [mW] |
|---|---|---|---|
| final | 0 | 0 | 0.314 |
| after global routing | 0 | 0 | 0.347 |
| after CTS | 0 | 0 | 0.289 |
worst max-delay path, cell delays in order:
cell	delay, ns
clkdlybuf4s50_1	0.51
ha_4	0.23
xor2_2	0.18
buf_4	0.15
buf_4	0.13
a21oi_1	0.12
a21boi_2	0.16
clkdlybuf4s15_1	0.18
cell usage in the layout, fill, tap and decap left out, types with 3 or more instances in the layout:
master and count:
nand2_1 5, inv_1 3, dlygate4sd2_1 4, o21ai_1 4
nor2_1 4, clkbuf_2 3, clkdlybuf4s50_1 3, buf_4 27
buf_2 6, ha_4 4
stage by stage:
step / utilization, % / hold slack, ns / std cells / TNS (ns) / setup slack (ns)
floorplan: - / 1.33 / 56 / 0 / 0.323
global placement: 20.7 / 2.27 / 129 / -4.31 / -0.678
detailed placement: 20.7 / 2.28 / 129 / -4.47 / -0.707
CTS: 25.2 / 1.74 / 142 / 0 / 0.0120
global route: 26.6 / 1.72 / 145 / -0.0000140 / -0.0000140
finish: 26.6 / 1.69 / 145 / 0 / 0.0735
routing by layer:
metal	vias to the layer above	share of wire [%]	routed length, um
li1	280	-	-
met1	261	49	743
met2	10	47	714
met3	0	3.8	57
met4	0	0	0
met5	-	0	0
cell families after synthesis:
kind of cell,synth area share (%)
muxes,4.86
adders and majority gates,26.1
xor gates and xnor gates,14.3
buffers and inverters,9.12
and+or+nand+nor,21.0
AOI/OAI and AO/OA,24.6
layout make-up:
| type | count | area (sq um) |
|---|---|---|
| Fill cell | 375 | 2510 |
| Timing Repair Buffer | 45 | 334 |
| Tap cell | 46 | 57.6 |
| Inverter | 5 | 18.8 |
| Multi-Input combinational cell | 49 | 498 |
timing repair:
| item | CTS | global route |
|---|---|---|
| pin swaps | 15 | 8 |
| endpoints found under the setup margin | 8 | 5 |
| gates cloned | 1 | 0 |
| hold buffers | 0 | 0 |
| buffers inserted | 12 | 3 |
| gates resized | 47 | 11 |
Power is estimated from default activity; no workload was simulated.
