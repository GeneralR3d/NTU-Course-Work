--- constraint.sdc ---
current_design segtoggle

set clk_period 9.7
set clk_io_pct 0.2

create_clock -name clk0 -period $clk_period [get_ports {clk}]

set non_clock_inputs [all_inputs -no_clocks]
set_input_delay [expr $clk_period * $clk_io_pct] -clock clk0 $non_clock_inputs
set_output_delay [expr $clk_period * $clk_io_pct] -clock clk0 [all_outputs]
--- design.v ---
`timescale 1ns / 1ps
module segtoggle(
    input [3:0] a,
    input [3:0] b,
    input clk,
    input rst,
    input sel,
    output [6:0] seg_L, 
    output reg [3:0] anode_L     
    );
	wire [1:0] seg7_clk;
    wire [7:0] x, res;
	reg [19:0] count;      
    reg [3:0] selnum;
    reg [6:0] seg_H; 
    always@(posedge(clk))
	   if (rst)         
		  count <= 20'b0;
	   else
		  count <= count+1'b1;
	assign seg7_clk = count[19:18];	   
	assign x = (sel) ? {benchNo_10, benchNo_1} : res;
    always @ *          
    begin
        anode_L=4'b1111;        
        case (seg7_clk)    
            	2'd0 :  begin
                        anode_L=4'b1110;
                        selnum = x[3:0];
                    end
            	2'd1 :  begin
                        anode_L=4'b1101;
                        selnum = x[7:4];
                    end
            	2'd2 :  begin
                        anode_L=4'b1111;     
                        selnum = 4'd0;
                    end
            	2'd3 :  begin
                        anode_L=4'b1111;     
                        selnum = 4'd0;
                    end
        endcase
    end
    wire [3:0] benchNo_10 = 4'd0;   
    wire [3:0] benchNo_1 = 4'd4;    
    assign res = a * b;    
always @*
begin
    case(selnum)
    4'd0: seg_H=7'b011_1111;
    4'd1: seg_H=7'b000_0110;
    4'd2: seg_H=7'b101_1011;
    4'd3: seg_H=7'b100_1111;
    4'd4: seg_H=7'b110_0110;
    4'd5: seg_H=7'b110_1101;
    4'd6: seg_H=7'b111_1101;
    4'd7: seg_H=7'b000_0111;
    4'd8: seg_H=7'b111_1111;
    4'd9: seg_H=7'b110_1111;
    4'd10: seg_H=7'b111_0111;
    4'd11: seg_H=7'b111_1100;
    4'd12: seg_H=7'b011_1001;
    4'd13: seg_H=7'b101_1110;
    4'd14: seg_H=7'b111_1001;
    4'd15: seg_H=7'b111_0001;
    default: seg_H=7'b000_0000;
    endcase
end
    assign seg_L = ~seg_H;
endmodule
--- run.sh ---
#!/bin/bash
# OpenROAD 26Q1-2900-gdf79404cd8, Yosys 0.63+post, stock flow scripts
make -C /OpenROAD-flow-scripts/flow DESIGN_CONFIG=/design/flow/config.mk WORK_HOME=/design/flow/orfs finish
--- config.mk ---
export PLATFORM = sky130hd
export DESIGN_NAME = segtoggle
export DESIGN_NICKNAME = segtoggle
export VERILOG_FILES = /design/flow/design.v
export SDC_FILE = /design/flow/constraint.sdc
export NUM_CORES = 4
export LEC_CHECK = 1
export CORE_AREA = 10 10 98 98
export DIE_AREA = 0 0 108 108
==> summary.txt <==
result of the run = completed
drt wl/cell = 9.72 µm
Crit-path slowest cell = fa_1
drt drc = 0
final instance area = 1970 µm²
initial antenna violation count = 0
count of tool warnings = 31
Max Used Layer = met4
I/O Buffers = 19
Unique cell types = 43
cells after synthesis = 196
H-tree levels = 1
die height = 108 µm
clk slew on worst S/H paths = 0.06 ns
Post-CTS Setup Bufs = 0
Die ar. = 11700 µm²
antenna viol nets, final = 0
first-pass GRT wire length = 5590 µm
Top reg by flops = count
Tmin final = 8.23 ns
clk latency of the worst-skew pair = 0.25 ns
r2r setup slk = 7.86 ns
YS chip area = 1660 µm²
DR iter-0 viols = 48
Yosys Instances = 196
Max Buffers Root-to-Sink = 2
final hold slack = 0.465 ns
max reg flops = 20
First-pass DRT Iterations = 3
Area after DPL = 1930 µm²
Layout Cells excl Fill = 314
kind of critical path = in2out
total negative setup slack = 0 ns
core area = 7650 µm²
FMAX = 122 MHz
ANT cells = 0
final setup fails = 0
wl on met1 = 1540 µm
unrepaired setup endpoints after global routing = false
top cell type's share of synthesized area = 0.242
vias = 1330
synthesis warning total = 1
GRT Overall Usage = 0.0547
vias in the first global route = 1310
peak per-stage delay on the critical path = 0.56 ns
Fin. Hold Viols = 0
post-CTS sizing = 0
CP Data Arrival Time = 6.29 ns
Rel. slew slack = 0.534
area grow syn2layout = 19.0%
largest net degree at the start of global routing = 21
Slew Limit Fails = 0
Placer Congestion = 0.871
# clock sinks = 20
CTS root buf = clkbuf_8
max cap viols = 0
Regs by FF count = count x20
average size of a mapped cell = 8.45 µm²
PD cells = 100 nW/µm²
met3 wire length = 116 µm
Cells after DPL = 311
Leak = 0.000839 µW
Total Wirelength = 3050 µm
CP Max Fanout = 5
number of synthesized register bits = 20
Peak VDD IR = 0.0777 mV
gr ovfl total = 0
Slew @ Worst Pin = 0.697 ns
HP Class = reg2reg
Hold Buf Count CTS = 0
clock tree from TritonCTS = yes
vias per cell = 4.24
CTS Buf Count = 3
share of layout cells above drive strength 1 = 0.0566
required time of the critical path = 7.76 ns
dominant cell type by area after synthesis = dfxtp_1
Core Rows = 32
worst-path cell chain = clkdlybuf4s50_1, nand2_1, fa_1, inv_1, fa_1, inv_1, fa_1, xnor2_1, a21oi_1, nor3_1, inv_1, ha_1, mux2_2, o21ai_1, clkdlybuf4s50_1
clk_skew = 0.00331 ns
IO Pins = 22
fin crit share = 0.848
critical path endpoint category = output port
CP Launch Type = input port
Syn Std Cell Area = 1660 µm²
Seq/Total Area, Yosys = 0.242
top cells, area = dfxtp_1 (24%), ha_1 (15%), nor2_1 (5.4%)
Die W = 108 µm
initial core utilization = 0.216
metal2 WL = 1380 µm
DP Wirelength = 2400 µm
[worst max-delay path: cells and delay by family]
kind / cells / cell delay (ns)
and+or+nand+nor: 2 / 0.54
buffers and inverters: 5 / 1.29
AOI/OAI and AO/OA: 2 / 0.19
xor gates and xnor gates: 1 / 0.16
muxes: 1 / 0.26
adders and majority gates: 4 / 1.89
[synthesized netlist by cell type, drive strengths merged]
| cell type | instances |
|---|---|
| o22ai | 1 |
| nand3 | 10 |
| and3 | 6 |
| o221a | 1 |
| or2 | 2 |
| a22o | 1 |
| nor2 | 25 |
| clkbuf | 3 |
| nor3 | 3 |
| a211o | 2 |
| xnor2 | 9 |
| and4bb | 1 |
| nand2 | 19 |
| or3 | 4 |
| and2 | 9 |
| fa | 4 |
| a21o | 4 |
| xor2 | 9 |
| o211ai | 1 |
| inv | 9 |
| a211oi | 1 |
| nand2b | 1 |
| ha | 20 |
| and4 | 2 |
| mux2 | 2 |
| a21oi | 7 |
| nand3b | 1 |
| nor4b | 1 |
| nor4 | 2 |
| nand4 | 2 |
| a311o | 1 |
| mux2i | 2 |
| conb | 1 |
| o21ai | 4 |
| buf | 4 |
| dfxtp | 20 |
| nor2b | 2 |
[layout make-up]
class | instances | area (µm²)
tap | 102 | 128
sequential | 20 | 400
clock buffer | 3 | 41.3
timing repair buffer | 19 | 190
inverter | 9 | 33.8
multi-input combinational | 161 | 1180
fill | 807 | 5680
[per-layer routing]
metal / track usage / vias to the layer above
li1: - / 702
met3: 0.0114 / 2
met5: 0 / -
met1: 0.0729 / 610
met2: 0.0931 / 16
met4: 0.00382 / 0
[final timing paths]
path / cells after the start / startpoint / endpoint
max reg2reg: 6 / count[0] / count[14]
min reg2reg: 1 / count[0] / count[0]
max: 15 / b[3] / seg_L[1]
min: 1 / count[0] / count[0]
[stage by stage]
stage	util	total power, µW	setup WS (ns)
floorplan	-	126	2.74
global placement	0.252	149	1.52
detailed placement	0.252	148	1.43
CTS	0.258	201	1.43
global route	0.258	211	1.13
finish	0.258	197	1.47
[layout by cell type, fill, tap and decap left out, drive strengths merged, types with 3 or more instances in the layout]
master / netlist / routed
a21o: 4 / 4
or3: 4 / 4
dfxtp: 20 / 20
clkbuf: 3 / 3
and2: 9 / 9
xnor2: 9 / 9
fa: 4 / 4
inv: 9 / 9
ha: 20 / 20
nor2: 25 / 25
and3: 6 / 6
nor3: 3 / 3
clkdlybuf4s50: 0 / 19
a21oi: 7 / 7
nand3: 10 / 10
o21ai: 4 / 4
xor2: 9 / 9
nand2: 19 / 19
[report_power, final]
| group | total (µW) | internal [µW] | switching [µW] |
|---|---|---|---|
| combinational | 61.4 | 33.5 | 27.9 |
| clock | 51.6 | 27.6 | 24.0 |
| sequential | 84.1 | 83.2 | 0.951 |
| total | 197 | 144 | 52.8 |
[kinds of logic after synthesis]
group,count (synthesis),synth area share
flops,20,0.242
mux,4,0.0257
buf+inv,16,0.0499
compound gates,23,0.0960
fa+ha+maj,24,0.200
simple gates,90,0.289
xor+xnor,18,0.0952
other cells,1,0.00227
Power and IR drop assume default switching activity.
